===== run.sh =====
#!/bin/bash
# OpenROAD 26Q1-2900-gdf79404cd8, Yosys 0.63+post, stock flow scripts
make -C /OpenROAD-flow-scripts/flow DESIGN_CONFIG=/design/flow/config.mk WORK_HOME=/design/flow/orfs finish

===== config.mk =====
export PLATFORM = sky130hd
export DESIGN_NAME = fetch_stage
export DESIGN_NICKNAME = fetch_stage
export VERILOG_FILES = /design/flow/design.v
export SDC_FILE = /design/flow/constraint.sdc
export NUM_CORES = 4
export LEC_CHECK = 1
export CORE_UTILIZATION = 40

===== constraint.sdc =====
current_design fetch_stage

set clk_period 4.7
set clk_io_pct 0.2

create_clock -name clk0 -period $clk_period [get_ports {clk}]

set non_clock_inputs [all_inputs -no_clocks]
set_input_delay [expr $clk_period * $clk_io_pct] -clock clk0 $non_clock_inputs
set_output_delay [expr $clk_period * $clk_io_pct] -clock clk0 [all_outputs]

===== design.v =====
module fetch_stage(
    input  wire        clk,
    input  wire        rst,
    input  wire        block,
    input  wire   [31:0] next_pc,
    output wire   [31:0] PC_plus_4,
    output reg    [31:0] fe_pc,            
    output fe_Abortion
);
assign PC_plus_4 = fe_pc + 4;
assign fe_Abortion = 1'b0;
always @(posedge clk)
begin
  fe_pc <= (rst)? 32'hbfc00000: (block)? fe_pc: next_pc;
end
endmodule  

==> Changelog: implementation <==
### Implementation results

* WP data required at 3760 ps
* Crit path launch type: register
* Mapped Cells at 187
* Main area contributors: dfxtp_1, mux2i_1, xnor2_1, nor2_1, a211o_1
* Placed Area at 2720 um2
* RSZ-0062 raised after global routing: no
* Vias/cell at 4.95
* Mapped Area at 1720 um2
* Synth cell count leaders: dfxtp_1, nor2_1, mux2i_1, xnor2_1, nand3_1
* Most frequent cell after synthesis: dfxtp_1
* Setup violators final at 0
* Post-route cell area at 2820 um2
* Top reg by flops: fe_pc
* Max reg flops at 32
* Largest net degree at the start of global routing at 42
* H-tree Lvls at 2
* Number of global-route vias before repair at 1519
* Clock slew seen by the registers of the worst setup and hold paths at 60 ps
* Crit path max fanout at 9
* Pre-CTS setup slack at 1590 ps
* Fillers at 337
* Syn Area/Cell at 9.21 um2
* Static leakage at 1.13 nW
* HPWL Detailed at 3150 um
* DRC at 0
* Via count at 1652
* Pwr/cell area at 240 nW/um2
* GRT overflow at 0
* Worst slew pin tran at 614 ps
* Clock Path Buffers at 2
* GRT Overall Usage at 20.8%
* Async SR Flop Fraction at 0%
* Final WL at 4510 um
* Worst Path Arrival at 2460 ps
* Setup WS post-layout at 1300 ps
* Final worst-path cycle share at 72.4%
* Max cap viols at 0
* Number of enable flip-flop cells at 0
* Synth area leader: dfxtp_1
* CTS tree: yes
* Post-synthesis sequential area ratio at 37.2%
* TritonCTS sink count at 32
* Initial DRT Pass Iterations at 4
* Netlist cell types at 27
* Final Power at 0.000676 W
* MI comb area at 1020 um2
* Yosys stat chip area at 1720 um2
* Late-Pin Clk Latency at 270 ps
* Diode count at 0
* Final hold violations at 0
* Log Warnings at 26
* CP Capture Type: primary output
* Status: complete, no violations
* Max_slew headroom at 58.7%
* # resized after CTS at 0
* GP Congestion at 0.785
* First-pass GRT wire length at 7130 um
* Area grow syn2layout at 63.7%
* Fin. max-slew vios at 0
* CTS buffer count at 5
* Post-DRT Antenna Nets at 0
* Post-CTS setup buffers at 0
* Die height at 67.6 um
* Setup Skew at 0 ps
* Init Core Util at 42.5%
* Kind of critical path: register to primary output
* Chip area at 4570 um2
* Final core utilization at 69.5%
* DRT iter0 DRCs at 65
* Layout cells sized above 1 at 5.99%
* Routed len/inst at 13.5 um
* Boundary Pins at 100
* Hold Path Class: register to register
* Dominant flop cell: dfxtp_1
* Fmax achieved at 294 MHz
* Worst-case vdd ir drop at 0.168 mV
* Largest registers: fe_pc (32)
* Post-CTS Hold Buffers at 0
* Reg area at 641 um2
* Core area at 4060 um2
* Number of synthesized register bits at 32
* Initial antenna violation count at 0
* Min cycle time layout at 3400 ps
* Final setup TNS at 0 ps
* Max-area cell share at 37.2%
* Row count at 23
* Clock root buffer: clkbuf_8
* Die W at 67.6 um
* Synthesis Warnings at 1
* Port Buf Inserts at 98
* Ys cells at 187
[layer usage]
| layer | vias up | global-route usage, % | wire, um |
|---|---|---|---|
| met4 | 0 | 2.39 | 46 |
| li1 | 840 | - | - |
| met1 | 747 | 28.6 | 2130 |
| met3 | 7 | 5.48 | 370 |
| met2 | 58 | 34.2 | 1960 |
| met5 | - | 0 | 0 |
[critical path, cell delays in order (launching register included)]
cell and delay, ps:
dfxtp_1 480, ha_1 280, nand3_1 150, nor4_4 430, nand3_1 170, xnor2_1 170, clkdlybuf4s50_1 500
[cell usage in the layout, fill, tap and decap left out, types with 9 or more instances in the layout]
cell / instances
clkdlybuf4s50_1: 97
dfxtp_1: 32
nor2_1: 28
xnor2_1: 23
mux2i_1: 23
nand3_1: 12
nand4_1: 10
nand2_1: 9
nor2b_1: 9
a211o_1: 9
[path summary, 6_finish.rpt]
path              depth (start not counted)                     end              startpoint  slack, ps
setup reg to reg                          1  fe_pc[27]$_SDFFE_PP1N_  fe_pc[27]$_SDFFE_PP1N_       3920
hold reg to reg                           2   fe_pc[1]$_SDFFE_PP0N_   fe_pc[1]$_SDFFE_PP0N_        530
setup / recovery                          6           PC_plus_4[18]   fe_pc[2]$_SDFFE_PP0N_       1300
hold / removal                            2   fe_pc[1]$_SDFFE_PP0N_   fe_pc[1]$_SDFFE_PP0N_        530
[metrics by stage]
stage          instances  hold slack [ps]
4_1_cts              334              532
2_1_floorplan        187              457
3_5_place_dp         327              522
5_1_grt              334              566
6_report             334              526
3_3_place_gp         327              509
[where the power goes]
part           internal [W]  switching [W]  leakage, nW
registers          0.000289      0.0000269        0.265
logic              0.000104      0.0000325        0.810
clock network      0.000130      0.0000931       0.0503
[cell type report]
class / count / share of cell area (%)
repair buffers: 100 / 35.1
clock buffers: 7 / 3.42
inverters: 2 / 0.266
flip-flops and latches: 32 / 22.7
multi-input cells: 143 / 36.2
well taps: 50 / 2.22
[cell families after synthesis]
group / Yosys count / synth area share [%]
AND-OR/OR-AND: 9 / 4.58
XOR/XNOR: 28 / 14.2
adder cells (fa/ha/maj): 1 / 0.726
buffers and inverters: 12 / 3.49
flip-flops: 32 / 37.2
multiplexers: 23 / 13.4
other: 1 / 0.218
AND/OR/NAND/NOR: 81 / 26.2
Power and IR drop assume default switching activity.
