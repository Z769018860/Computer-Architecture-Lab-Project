`flow/design.v`:
```
module cp0_rf(
	input clk,
	input rst,
	input [4:0] waddr,
	input [4:0] raddr1,
    input [2:0] sel,
	input wen,
	input [31:0] wdata,
	output [31:0] rdata1,
	intput 
);
reg [31:0]  register [0:31];
assign rdata1 = (wen && waddr == raddr1)? wdata : register[raddr1];
always @(posedge clk)
begin
	if(wen && |waddr ) register[waddr] <= wdata;
    register[0] <= 32'b0;
end
endmodule
```
`flow/run.sh`:
```
#!/bin/bash
# OpenROAD 26Q1-2900-gdf79404cd8, Yosys 0.63+post, stock flow scripts
make -C /OpenROAD-flow-scripts/flow DESIGN_CONFIG=/design/flow/config.mk WORK_HOME=/design/flow/orfs finish
```
`flow/config.mk`:
```
export PLATFORM = sky130hd
export DESIGN_NAME = cp0_rf
export DESIGN_NICKNAME = cp0_rf
export VERILOG_FILES = /design/flow/design.v
export SDC_FILE = /design/flow/constraint.sdc
export NUM_CORES = 4
export LEC_CHECK = 1
export CORE_UTILIZATION = 50
```
`flow/constraint.sdc`:
```
current_design cp0_rf

set clk_period 12.9
set clk_io_pct 0.2

create_clock -name clk0 -period $clk_period [get_ports {clk}]

set non_clock_inputs [all_inputs -no_clocks]
set_input_delay [expr $clk_period * $clk_io_pct] -clock clk0 $non_clock_inputs
set_output_delay [expr $clk_period * $clk_io_pct] -clock clk0 [all_outputs]
```
==> impl_metrics.toml <==
# synthesis and place-and-route metrics
[outcome]
status = "finished, final reports clean"

[synth]
synth_top_cell_by_count = "edfxtp_1"
yosysTopAreaCell = "edfxtp_1"
ys_area_sq_mm = 0.0392
yosysWarningCount = 33
synth_seq_share_pct = 76.0
synthCells = 2148
avgSynthCellArea_sq_um = 18.2
common_cells = "edfxtp_1 (992), mux2i_1 (288), o22ai_1 (128)"
synthTopCellsByArea = "edfxtp_1 (76%), mux2i_1 (7.4%), mux4_2 (3.7%)"
ys_cells = 2148
synth_cell_types = 36
edf_count = 992
async_flop_share_pct = 0
syn-cell-area_sq_mm = 0.0392
synthFlopType = "edfxtp_1"
synth-seq-cells = 992
top_cell_area_share_pct = 76.0

[clocking]
post-cts-setup-buffers = 0
cts_max_level = 3
clock_sinks = 992
cts_root_buf = "clkbuf_16"
cts_hold_buf = 0
cts_buffers = 100
cts_tree = "yes"
clk_pin_slew_ns = 0.06
postCtsResizedCells = 0
clk_path_buf_depth = 3

[floorplan]
pin_count = 112
die-area_sq_mm = 0.0795
die_y_microns = 282
die_w_microns = 282
fp-utilization_pct = 50.6
std_cell_rows = 102
coreArea_sq_mm = 0.0775

[placement]
gp_congestion = 0.818
place_inst = 3221
dp_hpwl_microns = 50600
portBuffers = 75

[routing]
via_count = 20200
first_pass_iters = 5
finalWirelength_microns = 94100
drc_errors = 0
wl_per_cell_microns = 27.7
viasPerCell = 5.94
drt_iter0_drc = 1034
detail-route-antenna-nets = 0

[run]
warnings = 29
cap_viol_max_count = 0

[critical_path]
cp-endpoint = "rdata1[11]"
startpoint_type = "primary input"
critPathArrivalTime_ns = 6.49
crit_start = "raddr1[2]"
path_class = "in -> out"
critical_path.max_fanout = 47
crit_required_ns = 10.32
worstSetupEndpointType = "output port"

[grt]
grt_pass1_wl_microns = 137000
grtUsageTotal_pct = 27.3
grt_pass1_vias = 21300
gr-total-overflow = 0
grt_max_degree = 60
antenna_found_initial = 2

[finish]
flop_area_sq_mm = 0.0298
combGateArea_sq_mm = 0.00867
stdcell_count = 3398
top_register = "register"
fill_cells = 5666
largest_reg_flops = 992
area_growth_pct = 12.8
top_regs = "register (992)"
drive_above_1_share_pct = 16.2

[pwr]
p_per_area_mw_per_mm2 = 150
total_power_mw = 6.63
ir_drop_uv = 123
p_leak_nw = 14.5

[timing]
final.setup.tns_ns = 0
layout_min_cycle_time_ns = 9.07
hold_viol_final = 0
max_slew_margin_pct = 37.2
slew_viol_final = 0
worstMarginPinSlew_ns = 0.939
rsz0062_at_grt = "no"
max_freq_mhz = 110
whs_ns = 2.75
setup_viol = 0
period_used_pct = 70.3

[worst_hold_path]
min_path_type = "in -> reg"
[cells in the final DEF (no fill, tap or decap), types with 3 or more instances in the layout]
master           instances
mux4_2                  64
nor2_1                  21
nand2b_1                13
clkinvlp_4               3
a221oi_1                32
mux2i_1                288
nand3b_1                 5
nor3_1                 115
o21ai_0                 19
clkbuf_1                24
or3b_2                   3
a211oi_1                32
bufinv_16                3
nor2b_1                 45
edfxtp_1               992
inv_6                    4
nand2_1                 33
a311oi_1                13
a21oi_1                 13
clkinv_1                26
o21ai_1                 32
buf_4                   96
conb_1                  32
clkdlybuf4s50_1         70
clkbuf_16              103
or3_1                   33
clkinv_2                12
mux2_2                  51
xor2_1                   4
o22ai_1                128
nor2_4                  31
[worst max-delay path: stages]
cell and delay (ns):
buf_4 0.21, buf_4 0.54, nand2_2 0.56, buf_4 0.54
o22ai_1 0.26, nor3_1 0.07, or3_1 0.39, o21ai_1 0.52
clkdlybuf4s50_1 0.71
[area by class of cell]
type	instances	area share, %
well taps	1040	2.94
clock buffers	127	6.03
repair buffers	169	3.27
diodes	1	0.00566
clock inverters	49	0.736
multi-input cells	1020	19.6
flip-flops and latches	992	67.4
[where the power goes]
part	switching, mW	internal, mW	leakage, nW
registers	0.00746	3.59	8.94
logic	0.241	0.145	4.12
clock network	1.14	1.51	1.46
[routing by layer]
metal / global-route usage (%) / wire, microns
met5: 0.549 / 67
met4: 5.41 / 2240
met3: 22.5 / 17900
met2: 37.4 / 42500
met1: 35.9 / 31400
[worst min path at each step]
stage                      from               end  slack (ns)  cells past startpoint
after CTS             wdata[21]  register[16][21]        2.72                      2
after global routing  wdata[13]   register[4][13]        2.76                      2
final                 wdata[21]  register[16][21]        2.75                      2
[logic make-up (layout without fill, tap and decap cells)]
| logic type | after synthesis | after routing | synth area share (%) |
|---|---|---|---|
| flip-flops | 992 | 992 | 76.0 |
| multiplexers | 403 | 403 | 12.5 |
| AND/OR/NAND/NOR | 311 | 311 | 4.08 |
| AND-OR/OR-AND | 269 | 269 | 4.48 |
| buffers and inverters | 167 | 345 | 2.83 |
| XOR/XNOR | 5 | 5 | 0.112 |
| other | 1 | 33 | 0.00957 |
[metrics by stage]
stage	setup WS [ns]	utilization, %	instance area (sq um)
after floorplan	6.37	-	39300
after global placement	3.82	53.2	41200
after detailed placement	3.83	53.2	41200
after CTS	3.82	57.1	44200
after global routing	3.50	57.1	44200
final	3.83	57.1	44200
Power is estimated from default activity; no workload was simulated.
